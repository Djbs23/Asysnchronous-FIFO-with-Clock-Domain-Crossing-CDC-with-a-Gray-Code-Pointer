<file path="constraint.sdc">
current_design gray_fifo_cdc

set clk_period 3.0
set clk_io_pct 0.2

create_clock -name clk0 -period $clk_period [get_ports {clk_rd}]
create_clock -name clk1 -period $clk_period [get_ports {clk_wr}]

set non_clock_inputs [all_inputs -no_clocks]
set_input_delay [expr $clk_period * $clk_io_pct] -clock clk0 $non_clock_inputs
set_output_delay [expr $clk_period * $clk_io_pct] -clock clk0 [all_outputs]
</file>
<file path="design.v">
`timescale 1ns / 1ps
module gray_fifo_cdc(
input wr_en,rd_en,          
input clk_rd,clk_wr,         
input wr_reset, rd_reset,   
input [7:0] data_in,
output full, empty,    
output reg [7:0] data_out    
    );
parameter Count = 16;
parameter Address = $clog2(Count);
reg [7:0] mem [0:Count-1];
reg [Address:0] wr_pnt_bin =0;
wire [Address:0] wr_pnt_gray;
reg [Address:0] wr_pnt_gray_reg = 0;
reg [Address:0] rd_pnt_bin = 0;
wire [Address:0] rd_pnt_gray;
reg [Address:0] rd_pnt_gray_reg = 0;
assign wr_pnt_gray = (wr_pnt_bin>>1) ^ wr_pnt_bin;
assign rd_pnt_gray = (rd_pnt_bin>>1) ^ rd_pnt_bin;
reg [Address:0] wr_pnt_gray_sync1, wr_pnt_gray_sync2;
always@(posedge clk_rd, posedge rd_reset) begin
    if(rd_reset) begin
        wr_pnt_gray_sync1 <= 0;
        wr_pnt_gray_sync2 <= 0;
        end
    else begin
        wr_pnt_gray_sync1 <= wr_pnt_gray_reg;
        wr_pnt_gray_sync2 <= wr_pnt_gray_sync1;
        end
end
reg [Address:0] rd_pnt_gray_sync1, rd_pnt_gray_sync2;
always@(posedge clk_wr, posedge wr_reset) begin
    if(wr_reset) begin
        rd_pnt_gray_sync1 <= 0;
        rd_pnt_gray_sync2 <= 0;
        end
    else begin
        rd_pnt_gray_sync1 <= rd_pnt_gray_reg;
        rd_pnt_gray_sync2 <= rd_pnt_gray_sync1;
        end
end
assign full = (wr_pnt_gray_reg == ({~rd_pnt_gray_sync2[Address:Address-1],
                                        rd_pnt_gray_sync2[Address-2:0]}));
assign empty = (rd_pnt_gray_reg == wr_pnt_gray_sync2);
always@(posedge clk_rd, posedge rd_reset) begin
    if(rd_reset) begin
        rd_pnt_bin <= 0;
        rd_pnt_gray_reg <=0;
        data_out <= 0;
        end
    else if(rd_en && (!empty)) begin
        rd_pnt_bin <= rd_pnt_bin + 1;
        rd_pnt_gray_reg <= rd_pnt_gray;
        data_out <= mem[rd_pnt_bin[Address-1:0]];
        end
end
always@(posedge clk_wr, posedge wr_reset) begin
    if(wr_reset) begin
        wr_pnt_bin <= 0;
        wr_pnt_gray_reg <=0;
        end
    else if(wr_en && (!full))begin
        wr_pnt_bin <= wr_pnt_bin + 1;
        wr_pnt_gray_reg <= wr_pnt_gray;
        mem[wr_pnt_bin[Address-1:0]] <= data_in;
        end
end
endmodule
</file>
<file path="config.mk">
export PLATFORM = sky130hd
export DESIGN_NAME = gray_fifo_cdc
export DESIGN_NICKNAME = gray_fifo_cdc
export VERILOG_FILES = /design/flow/design.v
export SDC_FILE = /design/flow/constraint.sdc
export NUM_CORES = 4
export LEC_CHECK = 1
export CORE_UTILIZATION = 40
</file>
<file path="run.sh">
#!/bin/bash
# OpenROAD 26Q1-2900-gdf79404cd8, Yosys 0.63+post, stock flow scripts
make -C /OpenROAD-flow-scripts/flow DESIGN_CONFIG=/design/flow/config.mk WORK_HOME=/design/flow/orfs finish
</file>
==> flow_summary.json <==
{
  "drc": 0,
  "crit_path_top_delay_cell": "ha_1",
  "critPathBufInv": 2,
  "worst_slew_pin_slew_ns": 0.876,
  "combPwrFrac_pct": 30.1,
  "coreArea_sq_mm": 0.0166,
  "path_class": "flip-flop to flip-flop",
  "drv_cap": 0,
  "drtAntennaViolNets": 0,
  "cp_max_fo": 18,
  "die_x_microns": 132,
  "reg2reg_depth": 7,
  "reg2reg_to": "data_out[0]",
  "final_cells": 689,
  "lay_top_cells": "128 x edfxtp_1, 46 x dfrtp_1, 31 x a22oi_1",
  "pin_count": 24,
  "hold_viol_final": 0,
  "synth_warnings": 2,
  "chip_area_sq_mm": 0.0175,
  "warning_count": 40,
  "cts_tree": "yes",
  "num_vias": 3875,
  "numPortBuffers": 22,
  "report.final.slew_viol_count": 0,
  "largest_register_ffs": 128,
  "grt_pass1_wl_mm": 24.3,
  "cp_cell_sequence": "inv_1 > ha_1 > inv_1 > o22ai_1 > a221oi_1 > o2111ai_1 > a22o_1",
  "endpoint_kind": "flip-flop",
  "grt_max_degree": 28,
  "ys_cells": 419,
  "area_growth_pct": 17.0,
  "cpMostUsedCell": "inv_1",
  "first_pass_iters": 5,
  "die_h_microns": 132,
  "antenna_found_initial": 0,
  "top_area_share_pct": 56.8,
  "top_area_cell": "edfxtp_1",
  "p_leak_nw": 2.88,
  "viasPerCell": 5.62,
  "hp-class": "flip-flop to flip-flop",
  "skew_ns": 0.00687,
  "syn_area_sq_mm": 0.00677,
  "design_area_sq_mm": 0.00792,
  "ir_drop_mv": 0.486,
  "arrival_ns": 2.70,
  "required_ns": 3.16,
  "gp_congestion": 0.939,
  "fin_util_pct": 47.8,
  "synthesis.instances": 419,
  "antenna_cells": 0,
  "cts_sinks": 174,
  "setup-tns-final_ns": 0,
  "r2r_slack_ns": 0.46,
  "cts_hold_buf": 0,
  "initial_utilization_pct": 40.8,
  "rsz0062_at_grt": "false",
  "min_from": "rd_pnt_gray_reg[1]",
  "fillCellCount": 1371,
  "postCtsResizedCells": 0,
  "synth_cell_types": 38,
  "status": "complete, no violations",
  "grt_pass1_vias": 4202,
  "yosys_area_sq_mm": 0.00677,
  "total_power_mw": 8.03,
  "p_clk_share_pct": 29.0,
  "post-place-cells": 653,
  "ys_seq_share_pct": 73.8,
  "swShare_pct": 33.4,
  "crit_path_max_incr_delay_ns": 0.52,
  "syn_avg_cell_area_sq_um": 16.2,
  "setup_violations": 0,
  "drive_gt1_share_pct": 12.4,
  "wl_per_cell_microns": 22.8,
  "clkSlewWorstSetupHoldPaths_ns": 0.07,
  "whs_ns": 0.279,
  "hold_depth": 0,
  "place_area_sq_mm": 0.00726,
  "grt-ovfl-total": 0,
  "pre_cts_slack_ns": 0.521,
  "gr-usage-all-layers_pct": 20.3,
  "fin_ws_ns": 0.456,
  "rr_startpoint": "rd_pnt_bin[2]",
  "cp_top_family": "AND-OR/OR-AND gates",
  "worstSetupStartpointType": "flip-flop",
  "relSlewSlack_pct": 41.6,
  "p_int_mw": 5.35,
  "p_per_area_mw_per_mm2": 1010,
  "num_rows": 47,
  "drtIter0Drc": 297,
  "cts_setup_buffers": 0,
  "final_common_cell": "edfxtp_1",
  "synth-seq-cells": 174,
  "dpl.hpwl_mm": 10.5,
  "power.switching_mw": 2.68,
  "routed_wl_mm": 15.7,
  "power_frac_seq_pct": 40.8,
  "topCellsByArea": "edfxtp_1 57%, dfrtp_1 17%, ha_1 3.7%, a22oi_1 3.4%, a22o_1 3.2%",
  "hold_path_end": "rd_pnt_gray_sync1[1]"
}
==> cells by family (layout without fill, tap and decap cells) <==
logic type | count (synthesis) | in the layout | share of synthesized area, %
muxes | 10 | 10 | 1.64
DFF | 174 | 174 | 73.8
adders and majority gates | 20 | 20 | 3.70
AOI/OAI and AO/OA | 100 | 100 | 11.7
buffers and inverters | 39 | 89 | 2.51
and+or+nand+nor | 56 | 56 | 4.07
xor gates and xnor gates | 20 | 20 | 2.59
==> cell usage after synthesis (all sizes together) <==
| cell type | count |
|---|---|
| a32oi | 3 |
| nand3 | 1 |
| o41ai | 2 |
| xnor2 | 12 |
| a22o | 25 |
| or4 | 1 |
| clkbuf | 7 |
| nor4 | 4 |
| inv | 19 |
| o2111ai | 2 |
| mux2 | 9 |
| nor2 | 21 |
| a31oi | 1 |
| o21ai | 7 |
| a311oi | 1 |
| buf | 13 |
| nand2 | 7 |
| nand4 | 2 |
| a221oi | 6 |
| mux2i | 1 |
| a222oi | 4 |
| a21oi | 4 |
| dfrtp | 46 |
| xor2 | 8 |
| ha | 20 |
| a21o | 2 |
| a22oi | 31 |
| nor2b | 1 |
| a211oi | 2 |
| and3 | 15 |
| edfxtp | 128 |
| o22ai | 10 |
| nor3 | 4 |
==> how the worst max path moves through the flow <==
stage | startpoint | to | slack, ns | cells after the start
CTS | rd_pnt_bin[2] | data_out[4] | 0.48 | 7
global route | rd_pnt_bin[0] | data_out[0] | 0.31 | 7
finish | rd_pnt_bin[2] | data_out[0] | 0.46 | 7
==> final cells by class <==
class                      instances  area, sq um  area share, %
inverter                          19         71.3          0.900
clock inverter                    15          154           1.94
clock buffer                      21          504           6.36
multi-input combinational        206         1610           20.4
timing repair buffer              34          310           3.92
tap                              220          275           3.47
sequential                       174         4990           63.0
==> layer usage <==
metal  global-route usage, %  wire length, microns  vias to the layer above  part of all wire [%]
met4                    6.01                   531                        0                   3.4
met2                    29.3                  7210                      239                    46
met3                    10.8                  1830                       36                    12
met5                       0                     0                        -                     0
li1                        -                     -                     1705                     -
met1                    28.4                  6100                     1895                    39
==> power by group through the flow <==
stage / combinational, mW / clock [mW] / sequential [mW]
global route: 2.64 / 2.46 / 3.34
CTS: 2.41 / 2.37 / 3.29
finish: 2.42 / 2.33 / 3.28
Power is estimated from default activity; no workload was simulated.
